**flow/run.sh**
```bash
#!/bin/bash
# OpenROAD 26Q1-2900-gdf79404cd8, Yosys 0.63+post, stock flow scripts
make -C /OpenROAD-flow-scripts/flow DESIGN_CONFIG=/design/flow/config.mk WORK_HOME=/design/flow/orfs finish
```
**flow/config.mk**
```make
export PLATFORM = sky130hd
export DESIGN_NAME = peakDetecter
export DESIGN_NICKNAME = peakDetecter
export VERILOG_FILES = /design/flow/design.v
export SDC_FILE = /design/flow/constraint.sdc
export NUM_CORES = 4
export LEC_CHECK = 1
export CORE_UTILIZATION = 40
```
**flow/constraint.sdc**
```tcl
current_design peakDetecter

set clk_period 3.7
set clk_io_pct 0.2

create_clock -name clk0 -period $clk_period [get_ports {clk}]

set non_clock_inputs [all_inputs -no_clocks]
set_input_delay [expr $clk_period * $clk_io_pct] -clock clk0 $non_clock_inputs
set_output_delay [expr $clk_period * $clk_io_pct] -clock clk0 [all_outputs]
```
**flow/design.v**
```verilog
module peakDetecter
(
    input clk,
    input [21-1:0] NoC, 
    input [1:0] status,
    input [6:1] addr, 
    input reset, 
    output reg [6:1] peakCH, 
    output reg [6:1] peakFH
);
    reg [21-1 : 0] recentMax = 0;
    reg [6:1] addrSaver = 0;
    always @(posedge clk or posedge reset) begin
        if (reset) begin
            peakCH <= 0;
            peakFH <= 0;
            recentMax <= 0;
            addrSaver <= 0;
        end
        else begin
            recentMax <= (NoC > recentMax) ? NoC : recentMax;
            addrSaver <= (NoC > recentMax) ? addr : addrSaver;
                if (status == 2'b11) begin
                    peakCH <= addrSaver;
                    peakFH <= 0;
                end
                else begin
                    if (status == 2'b01) begin
                        peakCH <= 0;
                        peakFH <= addrSaver;
                    end
                    else begin
                            peakCH <= 0;
                            peakFH <= 0;
                    end
                end
        end
    end    
endmodule
```
==> run notes <==
Implementation results are summarized by area below.

Run status
The flow ran to the end, and the final reports show no timing, DRC or antenna violations.

Placement
The tally of buffers added on design ports is 42. The routability-driven placement congestion ratio is 0.832. The half-perimeter wire length after placement is 2.34 mm. The post-placement cell area is 2510 sq um.

Die
43 I/O pins were placed. The number of rows created at floorplan is 25. According to the floorplan report, the die height is 72.7 um. In this run the full chip footprint comes out at 5290 sq um. The initial utilization of the core area, before any placement, comes to 0.421. According to the floorplan report, the placeable core area is 4750 sq um. The horizontal die dimension reported for this design is 72.7 um.

Synthesis
After synthesis, the chip area reported by Yosys is 2000 sq um. The total of flip-flops plus latches after synthesis is 39. Counting flops with a built-in enable in the synthesized netlist gives 0.

The number of cells in Yosys stat is 156. Per Yosys stat, the portion of area used by sequential elements is 0.488. The share of synthesized area in the top cell type comes to 0.488. In the synthesized netlist the async set-or-reset flop fraction comes to 1.00. The most used flip-flop cell is sky130_fd_sc_hd__dfrtp_1. The number of distinct library cells after synthesis is 23. The yosys synthesis warning count is 1. Per the post-synthesis stats, the area per cell is 12.8 sq um. The post-synthesis instance total is 156. The synthesis report lists the most area-consuming cells as sky130_fd_sc_hd__dfrtp_1 (49%), sky130_fd_sc_hd__mux2_4 (15%), sky130_fd_sc_hd__ha_1 (13%). The largest area contributor in the synthesized netlist is sky130_fd_sc_hd__dfrtp_1. The netlist area before placement is 2000 sq um.

Worst hold path
The class of the worst hold path is register to register.

Timing
Dividing the final minimum period by the clock period gives 0.829. Setup total negative slack on the finished layout was measured at 0 ns. The worst path in the final design needs a cycle of 3.07 ns, including I/O delays and setup.

Setup repair after global routing left no endpoint under its margin. The number of max-slew violations in the final report is 0. The max-slew check reports its worst relative slack as 0.568. At the pin with the least slew margin, the transition time is 0.648 ns.

The final timing report lists clock skew as 0.00431 ns. The final setup violation count is 0. Hold-check failures listed in the final report amount to 0. The upper clock frequency limit is 0.326 GHz.

Setup path
The cell family contributing the most delay on the critical path is AND-OR/OR-AND gates. In the setup report, the worst path falls into the class primary input to register. The critical path endpoint category is a register. The maximum fanout encountered on the critical timing path is 18. The slowest library cell on the worst path is sky130_fd_sc_hd__o31ai_4.

The longest incremental delay of any stage on the critical path is reported as 0.54 ns. The critical path buffer and inverter count is 2. In this run the critical path is formed by clkdlybuf4s50_1 > ha_1 > and3_2 > o21ai_2 > nand3_1 > a22o_1 > o31ai_4 > buf_12 > mux2_4. The arrival time of the worst setup path is 3.24 ns. The critical path endpoint has a required time of 3.87 ns. The type of origin of the critical path is a primary input.

Detailed routing
The number of iterations in the first detailed-routing pass is 4. Per the post-route antenna check, the number of violating nets is 0. The via density per instance is 4.70. After detailed routing, the average wire length per cell comes to 11.9 um.

Antenna repair during routing inserted a diode count of 0. Per the detail_route report, DRC violations left total 0. The total via count in the routed design is 1283.

The post-detailed-routing wire length is 3.24 mm. The starting DRC count in detailed routing is 83.

Clocking
The clock latency of the later-clocked register in the worst-skew pair is 0.29 ns. The clock transition at the register clock pins on the worst setup and hold paths after CTS is 0.07 ns. Counting every sink on the clock net gives 39. Post-CTS timing repair inserted 0 buffers for setup. The root cell of the clock tree is sky130_fd_sc_hd__clkbuf_8. The number of hold buffers added after cts is 0. TritonCTS built the clock tree. Once the clock tree was built, the resizer swapped 0 gates to a different size.

TritonCTS created 5 clock buffers. The buffer levels on the longest clock path is 2. The H-tree depth reported by CTS is 2.

Power and ir drop
The analysis attributes to net switching a power of 569 uW. The highest ir drop seen on vdd is 0.000337 V. The report lists the power per cell area as 705 nW/um^2. The combinational fraction of design power is 0.474. The leakage dissipation is 0.00128 uW. The share of total power dissipated in the clock network is 0.150. The register share of total power is 0.376. Switching power as a fraction of the total was reported as 0.311. The internal power of the cells totals 1260 uW.

Final layout
The total non-filler cell area in the finished layout is 2590 sq um. Per the run report, area growth between synthesis and finish was 29.7%. Per the layout report, the design carries 407 filler cells. Per the final layout report, the fraction of cells sized above drive strength 1 comes to 0.189.

Global route
The initial antenna violation count is 0. The first global-routing pass estimated 5.62 mm of wire. Global routing finished with a remaining overflow of 0. The pin count of the biggest net entering global routing is 40.

Summed over all routing layers, the global router reports a total usage of 0.140. The via count of the first global-routing pass is 1261.

Flow run
Warnings raised by the tools during the run amount to 25. In this run the maximum-capacitance check reported violations numbering 0.
-- stage by stage --
step                      total power [uW]  std cells  setup WS [ns]  hold slack (ns)  utilization
after floorplan                       1360        156           1.09            0.468            -
after global placement                1540        265          0.377            0.486        0.528
after detailed placement              1560        265          0.333            0.481        0.528
after CTS                             1850        273          0.638            0.503        0.546
after global routing                  1980        273          0.555            0.528        0.546
final                                 1830        273          0.633            0.497        0.546
-- metal layers --
metal  GRT usage  routed length [um]  share of wire  vias up
met3      0.0280                 199          0.061        8
met1       0.225                1650           0.51      596
met4      0.0218                  63          0.019        0
met2       0.210                1330           0.41       40
met5           0                   0              0        -
li1            -                   -              -      639
-- sequential cells by signal, summed over array words and instances, names as in the netlist --
| signal | cells |
|---|---|
| addrSaver | 6 |
| peakCH | 6 |
| peakFH | 6 |
| recentMax | 21 |
-- worst register-to-register path, stage by stage, from the launching register on --
cell	delay (ns)
sky130_fd_sc_hd__dfrtp_1	0.36
sky130_fd_sc_hd__inv_1	0.05
sky130_fd_sc_hd__ha_1	0.29
sky130_fd_sc_hd__and3_2	0.24
sky130_fd_sc_hd__o21ai_2	0.06
sky130_fd_sc_hd__nand3_1	0.10
sky130_fd_sc_hd__a22o_1	0.21
sky130_fd_sc_hd__o31ai_4	0.54
sky130_fd_sc_hd__buf_12	0.27
sky130_fd_sc_hd__mux2_4	0.32
-- synthesized netlist by cell type, types with 2 or more instances --
library cell / n
sky130_fd_sc_hd__dfrtp_1: 39
sky130_fd_sc_hd__and2_1: 6
sky130_fd_sc_hd__o21ai_0: 3
sky130_fd_sc_hd__nor2b_1: 2
sky130_fd_sc_hd__nand4_1: 5
sky130_fd_sc_hd__and3_1: 6
sky130_fd_sc_hd__nand2_1: 3
sky130_fd_sc_hd__buf_6: 2
sky130_fd_sc_hd__mux2_4: 20
sky130_fd_sc_hd__a21oi_1: 8
sky130_fd_sc_hd__inv_1: 22
sky130_fd_sc_hd__ha_1: 21
sky130_fd_sc_hd__nand3_1: 3
sky130_fd_sc_hd__mux2_2: 7
-- kinds of logic (layout without fill, tap and decap cells) --
| group | Yosys count | count (layout) | share of synthesized area |
|---|---|---|---|
| AOI/OAI and AO/OA | 16 | 16 | 0.0538 |
| DFF | 39 | 39 | 0.488 |
| and+or+nand+nor | 29 | 29 | 0.0851 |
| buffers and inverters | 24 | 74 | 0.0525 |
| muxes | 27 | 27 | 0.189 |
| adders and majority gates | 21 | 21 | 0.131 |
-- worst paths after layout --
kind                            cells after the start             to          from  slack, ns
worst max-delay path                                9  recentMax[19]        NoC[4]       0.63
worst min-delay path                                1      peakFH[5]  addrSaver[5]       0.50
worst max register to register                      9  recentMax[19]  recentMax[4]       1.14
worst min register to register                      1      peakFH[5]  addrSaver[5]       0.50
max in group asynchronous                           3  recentMax[18]         reset       2.48
min in group asynchronous                           3   recentMax[3]         reset       0.87
-- final cells by class --
type,count,area [sq um],share of cell area
flip-flops and latches,39,976,0.376
multi-input cells,93,920,0.354
repair buffers,44,448,0.173
well taps,67,83.8,0.0323
inverters,22,82.6,0.0318
clock buffers,6,72.6,0.0280
clock inverters,2,12.5,0.00482
-- cells in the final DEF (no fill, tap or decap), drive strengths merged --
cell and count:
nand2b 1, a31oi 1, o21ai 4, dfrtp 39
nand4 5, a21oi 8, o31ai 1, clkbuf 6
nor3 1, a21o 1, clkinvlp 1, nand3 3
nor2b 2, nand2 3, clkdlybuf4s50 42, nor4 1
clkinv 1, a22o 1, and2 6, ha 21
buf 2, and3 7, mux2 27, inv 22
-- power groups by stage --
stage / sequential [uW] / clock (uW) / combinational (uW)
after CTS: 688 / 290 / 876
after global routing: 713 / 304 / 965
final: 688 / 274 / 867
Power and IR drop assume default switching activity.
